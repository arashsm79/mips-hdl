$ cat /design/flow/design.v
module DMemBank(input clk, input memread, input memwrite, input [15:0] address, input [15:0] writedata, output [15:0] readdata);
	reg [15:0] mem_array [255:0];
	initial begin: datamem_initializer
		integer i;
		for(i = 0; i < 256; i = i+1) begin
			mem_array[i] = 16'd0;
		end
	end
	always@(posedge clk)
	begin
		if(memwrite)begin
			mem_array[address[15:1]]= writedata;
		end
	end
	assign readdata = (memread) ? (mem_array[address[15:1]]) : 16'd0;
endmodule
$ cat /design/flow/run.sh
#!/bin/bash
# OpenROAD 26Q1-2900-gdf79404cd8, Yosys 0.63+post, stock flow scripts
make -C /OpenROAD-flow-scripts/flow DESIGN_CONFIG=/design/flow/config.mk WORK_HOME=/design/flow/orfs finish
$ cat /design/flow/config.mk
export PLATFORM = sky130hd
export DESIGN_NAME = DMemBank
export DESIGN_NICKNAME = DMemBank
export VERILOG_FILES = /design/flow/design.v
export SDC_FILE = /design/flow/constraint.sdc
export NUM_CORES = 4
export LEC_CHECK = 1
export CORE_UTILIZATION = 40
$ cat /design/flow/constraint.sdc
current_design DMemBank

set clk_period 22.5
set clk_io_pct 0.2

create_clock -name clk0 -period $clk_period [get_ports {clk}]

set non_clock_inputs [all_inputs -no_clocks]
set_input_delay [expr $clk_period * $clk_io_pct] -clock clk0 $non_clock_inputs
set_output_delay [expr $clk_period * $clk_io_pct] -clock clk0 [all_outputs]
==> out/qor.yml <==
outcome: "finished clean"
drt_iter0_drc: 5109
clock.fmax_mhz: 64.15
grt_use_met2_pct: 32.73
power.leakage_nw: 57.32
path_depth: 13
holdWs_ps: 3937
warning_count: 40
viasPerCell: 5.611
finalCritPeriodShare_pct: 69.28
crit_path_end_kind: "output pin"
postCtsSetupBuffers: 0
boundaryPins: 51
ctsResizeCount: 0
async_reset_ff_share_pct: 0
die_w_um: 628.2
p_total_w: 0.01568
max_cap_violations: 0
worstMarginPinSlew_ps: 1013
largest_reg_flops: 4096
syn2layout_area_growth_pct: 13.89
drive_gt1_share_pct: 20.92
routedWlPerCell_um: 29.26
clock_path_buffers: 4
slew_headroom_pct: 32.46
port_buffers: 42
top_usage_layer: "met2"
numCtsBuffers: 403
synthesis.area_mm2: 0.1568
crit_fanout: 48
yosys_most_used_dff: "edfxtp_1"
antenna_found_initial: 9
dr.pass1.iters: 8
coreArea_mm2: 0.3897
cp-start-kind: "input pin"
grt_pass1_vias: 83100
cts-root-buf: "clkbuf_16"
yosysWarnings: 1
hold_path.class: "in2reg"
fp-utilization_pct: 40.25
critPathKind: "in2out"
max_stage_delay_ps: 690
grt_use_total_pct: 22.15
hp-start: "writedata[3]"
finalSetupTns_ps: 0
gp_congestion: 0.8972
vias: 76360
min_to: "mem_array[15][3]"
cts_hold_buffers: 0
syn_avg_cell_area_um2: 20.58
crit_path_top_delay_cell: "o32a_1"
ant_nets: 0
synth_cell_types: 51
dieArea_mm2: 0.3946
syn_inst: 7620
rsz0062_at_grt: "false"
maxSlewViolCount: 0
drc: 0
path_delay_family: "buffers and inverters"
crit_buf_inv: 7
cts.sinks: 4096
use_met3_pct: 17.73
ys_seq_share_pct: 78.42
met1_usage_pct: 24.67
min_path_cells: 1
cts_tree: "yes"
ir_worst_vdd_mv: 0.07093
path_cells: "buf_8 > buf_4 > buf_4 > buf_4 > buf_4 > buf_4 > mux4_2 > a32oi_1 > nand4_1 > a21oi_1 > nand4_1 > o32a_1 > clkdlybuf4s50_1"
final-setup-viol-count: 0
ys_cells: 7620
grt_max_degree: 113
cts_max_level: 5
rows: 229
power.density_mw_per_mm2: 87.80
crit_required_ps: 18000
grt_pass1_wl_um: 571800
arrival_ps: 11090
yosysChipArea_mm2: 0.1568
layout_min_cycle_time_ps: 15590
final-hold-violation-count: 0
post-dp-hpwl_um: 233900
clk_pin_slew_ps: 60
edf_count: 4096
fp.dieH_um: 628.2
gr-total-overflow: 0
ys.flops: 4096
wl_um: 398100
cpMostUsedCell: "buf_4"
-- cell families after synthesis --
group,Yosys count,share of synthesized area [%]
flip-flops,4096,78.42
AND/OR/NAND/NOR,668,1.990
multiplexers,1501,14.25
AND-OR/OR-AND,874,3.907
buffers and inverters,481,1.432
-- placed cells by master (no fill, tap or decap), drive strengths merged, types with 7 or more instances in the layout --
master,synthesis,layout
a211o,14,14
a21oi,82,82
a221oi,135,135
a222oi,15,15
a22o,14,14
a22oi,239,239
a31oi,49,49
a32oi,17,17
and2,11,11
buf,271,493
bufinv,0,35
clkbuf,194,483
clkdlybuf4s50,0,21
clkinv,0,191
clkinvlp,0,14
edfxtp,4096,4096
inv,16,31
mux2,31,31
mux2i,888,888
mux4,582,582
nand2,133,133
nand2b,10,10
nand3,81,81
nand4,51,51
nor2,269,269
nor2b,10,10
nor3,32,32
nor4,7,7
o21ai,90,90
o221ai,15,15
o22ai,192,192
or4,44,44
-- metrics by stage --
stage                     util [%]  cells  cell area, um^2  setup slack [ps]
final                        45.84  13610           178600              6911
after floorplan                  -   7620           156800             11460
after global placement       42.51  12870           165700              6769
after detailed placement     42.51  12870           165700              6769
after global routing         45.84  13610           178600              6469
after CTS                    45.84  13600           178600              6733
-- per-layer routing --
layer / wire length, um / up-vias
li1: - / 32790
met1: 122300 / 38380
met2: 188700 / 4597
met3: 71470 / 574
met4: 14850 / 18
met5: 872 / -
-- Yosys cell counts, drive strengths merged, types with 31 or more instances --
master | number | area (um^2)
nand4 | 51 | 319.1
or4 | 44 | 330.3
nor2 | 269 | 1012
o22ai | 192 | 1201
nand3 | 81 | 405.4
a221oi | 135 | 1182
mux2 | 31 | 349.1
edfxtp | 4096 | 123000
a22oi | 239 | 1794
a21oi | 82 | 410.4
buf | 271 | 1458
nand2 | 133 | 499.2
mux4 | 582 | 13110
a31oi | 49 | 306.5
mux2i | 888 | 8889
clkbuf | 194 | 728.2
nor3 | 32 | 160.2
o21ai | 90 | 450.4
-- power breakdown --
group	total (W)	switching, W	internal [W]
sequential	0.00841	0.00000337	0.00841
combinational	0.000709	0.000485	0.000224
clock	0.00656	0.00283	0.00373
total	0.0157	0.00332	0.0124
-- area by class of cell --
class	instances	area (um^2)
fill	31660	211000
sequential	4096	123000
antenna	4	10.01
tap	5197	6502
timing repair buffer	515	4205
multi-input combinational	3043	31890
clock inverter	255	2541
clock buffer	482	10420
inverter	16	60.06
-- worst max path at each step --
stage / slack (ps) / to / startpoint
after CTS: 6730 / readdata[13] / address[1]
final: 6910 / readdata[13] / address[1]
after global routing: 6470 / readdata[9] / address[1]
Power is estimated from default activity; no workload was simulated.
